--- flow/config.mk ---
export PLATFORM = sky130hd
export DESIGN_NAME = hello_top
export DESIGN_NICKNAME = hello_top
export VERILOG_FILES = /design/flow/design.v
export SDC_FILE = /design/flow/constraint.sdc
export NUM_CORES = 4
export LEC_CHECK = 1
export CORE_UTILIZATION = 30
--- flow/constraint.sdc ---
current_design hello_top

set clk_period 4.3
set clk_io_pct 0.2

create_clock -name clk0 -period $clk_period [get_ports {sysclk}]

set non_clock_inputs [all_inputs -no_clocks]
set_input_delay [expr $clk_period * $clk_io_pct] -clock clk0 $non_clock_inputs
set_output_delay [expr $clk_period * $clk_io_pct] -clock clk0 [all_outputs]
--- flow/design.v ---
module Tx(
  input        clock,
  input        reset,
  output       io_txd,
  output       io_channel_ready,
  input        io_channel_valid,
  input  [7:0] io_channel_bits
);
  reg [10:0] shiftReg;  
  reg [19:0] cntReg;  
  reg [3:0] bitsReg;  
  wire  _io_channel_ready_T = cntReg == 20'h0;  
  wire [9:0] shift = shiftReg[10:1];  
  wire [10:0] _shiftReg_T_1 = {1'h1,shift};  
  wire [3:0] _bitsReg_T_1 = bitsReg - 4'h1;  
  wire [10:0] _shiftReg_T_3 = {2'h3,io_channel_bits,1'h0};  
  wire [19:0] _cntReg_T_1 = cntReg - 20'h1;  
  assign io_txd = shiftReg[0];  
  assign io_channel_ready = cntReg == 20'h0 & bitsReg == 4'h0;  
  always @(posedge clock) begin
    if (reset) begin  
      shiftReg <= 11'h7ff;  
    end else if (_io_channel_ready_T) begin  
      if (bitsReg != 4'h0) begin  
        shiftReg <= _shiftReg_T_1;  
      end else if (io_channel_valid) begin  
        shiftReg <= _shiftReg_T_3;  
      end else begin
        shiftReg <= 11'h7ff;  
      end
    end
    if (reset) begin  
      cntReg <= 20'h0;  
    end else if (_io_channel_ready_T) begin  
      cntReg <= 20'h4e1;  
    end else begin
      cntReg <= _cntReg_T_1;  
    end
    if (reset) begin  
      bitsReg <= 4'h0;  
    end else if (_io_channel_ready_T) begin  
      if (bitsReg != 4'h0) begin  
        bitsReg <= _bitsReg_T_1;  
      end else if (io_channel_valid) begin  
        bitsReg <= 4'hb;  
      end
    end
  end
endmodule
module Buffer(
  input        clock,
  input        reset,
  output       io_in_ready,
  input        io_in_valid,
  input  [7:0] io_in_bits,
  input        io_out_ready,
  output       io_out_valid,
  output [7:0] io_out_bits
);
  reg  stateReg;  
  reg [7:0] dataReg;  
  wire  _io_in_ready_T = ~stateReg;  
  wire  _GEN_1 = io_in_valid | stateReg;  
  assign io_in_ready = ~stateReg;  
  assign io_out_valid = stateReg;  
  assign io_out_bits = dataReg;  
  always @(posedge clock) begin
    if (reset) begin  
      stateReg <= 1'h0;  
    end else if (_io_in_ready_T) begin  
      stateReg <= _GEN_1;
    end else if (io_out_ready) begin  
      stateReg <= 1'h0;  
    end
    if (reset) begin  
      dataReg <= 8'h0;  
    end else if (_io_in_ready_T) begin  
      if (io_in_valid) begin  
        dataReg <= io_in_bits;  
      end
    end
  end
endmodule
module BufferedTx(
  input        clock,
  input        reset,
  output       io_in_ready,
  input        io_in_valid,
  input  [7:0] io_in_bits,
  output       io_txd
);
  wire  tx_clock;  
  wire  tx_reset;  
  wire  tx_io_txd;  
  wire  tx_io_channel_ready;  
  wire  tx_io_channel_valid;  
  wire [7:0] tx_io_channel_bits;  
  wire  buf__clock;  
  wire  buf__reset;  
  wire  buf__io_in_ready;  
  wire  buf__io_in_valid;  
  wire [7:0] buf__io_in_bits;  
  wire  buf__io_out_ready;  
  wire  buf__io_out_valid;  
  wire [7:0] buf__io_out_bits;  
  Tx tx (  
    .clock(tx_clock),
    .reset(tx_reset),
    .io_txd(tx_io_txd),
    .io_channel_ready(tx_io_channel_ready),
    .io_channel_valid(tx_io_channel_valid),
    .io_channel_bits(tx_io_channel_bits)
  );
  Buffer buf_ (  
    .clock(buf__clock),
    .reset(buf__reset),
    .io_in_ready(buf__io_in_ready),
    .io_in_valid(buf__io_in_valid),
    .io_in_bits(buf__io_in_bits),
    .io_out_ready(buf__io_out_ready),
    .io_out_valid(buf__io_out_valid),
    .io_out_bits(buf__io_out_bits)
  );
  assign io_in_ready = buf__io_in_ready;  
  assign io_txd = tx_io_txd;  
  assign tx_clock = clock;
  assign tx_reset = reset;
  assign tx_io_channel_valid = buf__io_out_valid;  
  assign tx_io_channel_bits = buf__io_out_bits;  
  assign buf__clock = clock;
  assign buf__reset = reset;
  assign buf__io_in_valid = io_in_valid;  
  assign buf__io_in_bits = io_in_bits;  
  assign buf__io_out_ready = tx_io_channel_ready;  
endmodule
module Hello(
  input   clock,
  input   reset,
  output  io_led1,
  output  io_led2,
  output  io_txd
);
  wire  tx_clock;  
  wire  tx_reset;  
  wire  tx_io_in_ready;  
  wire  tx_io_in_valid;  
  wire [7:0] tx_io_in_bits;  
  wire  tx_io_txd;  
  reg [31:0] cntReg;  
  reg  blkReg1;  
  reg  blkReg2;  
  reg [7:0] txCntReg;  
  reg [7:0] txLenReg;  
  reg  startTxReg;  
  reg  runningTxReg;  
  wire [31:0] _cntReg_T_1 = cntReg + 32'h1;  
  wire  _GEN_2 = cntReg == 32'hb71b00 ? blkReg1 : blkReg2;  
  wire  _GEN_3 = cntReg == 32'hb71b00 | startTxReg;  
  wire  _GEN_5 = startTxReg | runningTxReg;  
  wire [6:0] _GEN_8 = txCntReg[0] ? 7'h4e : 7'h4f;  
  wire [6:0] _GEN_10 = 2'h1 == txCntReg[1:0] ? 7'h46 : 7'h4f;  
  wire [6:0] _GEN_11 = 2'h2 == txCntReg[1:0] ? 7'h46 : _GEN_10;  
  wire [1:0] _GEN_12 = blkReg1 ? 2'h2 : 2'h3;  
  wire [6:0] _GEN_13 = blkReg1 ? _GEN_8 : _GEN_11;  
  wire  _T_3 = txCntReg != txLenReg;  
  wire [7:0] _txCntReg_T_1 = txCntReg + 8'h1;  
  wire  _GEN_16 = _T_3 & _GEN_5;  
  BufferedTx tx (  
    .clock(tx_clock),
    .reset(tx_reset),
    .io_in_ready(tx_io_in_ready),
    .io_in_valid(tx_io_in_valid),
    .io_in_bits(tx_io_in_bits),
    .io_txd(tx_io_txd)
  );
  assign io_led1 = blkReg1;  
  assign io_led2 = blkReg2;  
  assign io_txd = tx_io_txd;  
  assign tx_clock = clock;
  assign tx_reset = reset;
  assign tx_io_in_valid = runningTxReg & _T_3;  
  assign tx_io_in_bits = {{1'd0}, _GEN_13};
  always @(posedge clock) begin
    if (reset) begin  
      cntReg <= 32'h0;  
    end else if (cntReg == 32'hb71b00) begin  
      cntReg <= 32'h0;  
    end else begin
      cntReg <= _cntReg_T_1;  
    end
    if (reset) begin  
      blkReg1 <= 1'h0;  
    end else if (cntReg == 32'hb71b00) begin  
      blkReg1 <= ~blkReg1;  
    end
    blkReg2 <= reset | _GEN_2;  
    if (reset) begin  
      txCntReg <= 8'h0;  
    end else if (tx_io_in_ready & txCntReg != txLenReg) begin  
      txCntReg <= _txCntReg_T_1;  
    end else if (startTxReg) begin  
      txCntReg <= 8'h0;  
    end
    if (reset) begin  
      txLenReg <= 8'h0;  
    end else begin
      txLenReg <= {{6'd0}, _GEN_12};
    end
    if (reset) begin  
      startTxReg <= 1'h0;  
    end else if (startTxReg) begin  
      startTxReg <= 1'h0;  
    end else begin
      startTxReg <= _GEN_3;
    end
    if (reset) begin  
      runningTxReg <= 1'h0;  
    end else if (runningTxReg) begin  
      runningTxReg <= _GEN_16;
    end else begin
      runningTxReg <= _GEN_5;
    end
  end
endmodule
module hello_top(input sysclk, output led1, output led2, output pio1);
  wire h_io_led1;
  wire h_io_led2;
  wire h_io_pio1;
  wire rst;
  assign led1 = h_io_led1;
  assign led2 = h_io_led2;
  assign pio1 = h_io_pio1;
  assign rst = 1'h0;
  Hello h(
       .clock(sysclk),
       .reset(rst),
       .io_led1( h_io_led1 ),
       .io_led2( h_io_led2 ),
       .io_txd( h_io_pio1 ));
endmodule
--- flow/run.sh ---
#!/bin/bash
# OpenROAD 26Q1-2900-gdf79404cd8, Yosys 0.63+post, stock flow scripts
make -C /OpenROAD-flow-scripts/flow DESIGN_CONFIG=/design/flow/config.mk WORK_HOME=/design/flow/orfs finish
==> flow_summary.yaml <==
# generated from flow reports
power_and_ir_drop:
  total_leakage_power_nw: 1.52
  finalPower_w: 0.00147
  max-vdd-ir-drop_v: 0.000156
  power_density_nw_per_um2: 364
final_timing:
  post-route-period-util: 0.510
  worstMarginPinSlew_ns: 0.502
  fmax_mhz: 456
  finalSetupTns_ns: 0
  fin_ws_ns: 2.11
  period_needed_ns: 2.19
  finClkSkew_ns: 0.00621
  finalHoldViolCount: 0
  setup_viol: 0
  rsz0062_at_grt: "no"
  maxSlewHeadroom: 0.662
  drv_slew: 0
grt:
  grt_use_met2: 0.156
  grt_pass1_wl_um: 10800
  grt_antenna_before_repair: 0
  grt_start_max_net_pins: 24
  grt_busiest_layer: "met1"
  use_met1: 0.168
  grt_pass1_vias: 2280
  grtUsageTotal: 0.108
  grt_overflow: 0
  grt.met3_usage: 0.0288
placement:
  pre_cts_ws_ns: 2.12
  hpwl_um: 4190
  io_buffers: 3
  gp_congestion: 0.826
  dp.cells: 498
route:
  post_drt_wl_per_cell_um: 11.9
  num_vias: 2480
  first_pass_iters: 20
  routed_wirelength_um: 6140
  post_drt_via_cell_ratio: 4.82
  ant_nets: 0
  antennaDiodeCount: 0
  drc_errors: 0
  drtIter0Drc: 124
synthesis:
  netlist_instances: 357
  yosysSeqAreaShare: 0.522
  syn-cell-area_um2: 3590
  ys.flops: 81
  synth_cell_type_count: 42
  ys_cells: 357
  syn_area_per_cell_um2: 10.0
  yosysChipArea_um2: 3590
  yosys_warnings: 3
floorplan:
  rows: 39
  io_pins: 4
  fp.coreArea_um2: 11500
  die_area_um2: 12400
  fp_util: 0.311
  die_y_um: 111
  die_x_um: 111
worst_setup_path:
  r2r_start: "h.tx.tx.cntReg[14]$_SDFF_PN0_"
  startpoint_type: "flip-flop"
  reg2reg_to: "h.tx.tx.bitsReg[1]$_SDFFCE_PP1P_"
  worstPathRequired_ns: 4.31
  r2r_slack_ns: 2.11
  arrival_ns: 2.20
  end_kind: "flip-flop"
  crit_type: "flip-flop to flip-flop"
  reg2reg_depth: 4
  crit_fanout: 7
clocking:
  numCtsBuffers: 9
  clk_pin_slew_ns: 0.06
  post_cts.repair.setup_buffers: 0
  h-tree-depth: 3
  clk_latency_ns: 0.33
  clk_path_buf_depth: 2
  holdBufCountCts: 0
  cts.sinks: 81
  cts_root_buf: "clkbuf_16"
  cts_tree: "yes"
  post_cts_resize_count: 0
run:
  warnings: 27
  maxCapViolations: 0
hold_path:
  min_to: "h.tx.tx.cntReg[0]$_SDFF_PN1_"
  min-delay-path-class: "flip-flop to flip-flop"
  whs_path_depth: 1
  hold_start: "h.tx.tx.cntReg[0]$_SDFF_PN1_"
layout:
  layout-drive-gt1-share: 0.0620
  final_cells: 514
  postLayoutCoreUtil: 0.351
  areaGrowthSynthToFinish_pct: 12.6
status:
  status: "completed"
-- synth_stat cells --
library cell / count / area [um2]
dfxtp_1: 56 / 1120
nor2_1: 36 / 135
nand2_1: 28 / 105
edfxtp_1: 25 / 751
xnor2_1: 24 / 210
nand3_1: 20 / 100
nand4_1: 16 / 100
xor2_1: 16 / 140
a21oi_1: 14 / 70.1
o21ai_0: 13 / 65.1
or3_1: 12 / 75.1
and3_1: 10 / 62.6
inv_1: 10 / 37.5
nor4_1: 7 / 43.8
ha_1: 6 / 75.1
nor3_1: 6 / 30.0
and4_1: 5 / 43.8
o31ai_1: 5 / 37.5
or4_1: 5 / 37.5
and2_1: 4 / 25.0
clkbuf_1: 4 / 15.0
nand2b_1: 4 / 25.0
a21o_1: 3 / 22.5
mux2i_1: 3 / 30.0
nor2b_1: 3 / 18.8
or2_2: 3 / 18.8
nand3b_1: 2 / 15.0
nor3b_1: 2 / 15.0
nor4b_1: 2 / 17.5
a21boi_0: 1 / 7.51
and4b_1: 1 / 10.0
buf_2: 1 / 5.00
buf_6: 1 / 11.3
buf_8: 1 / 15.0
clkinv_4: 1 / 8.76
nand2b_4: 1 / 13.8
nand4_2: 1 / 12.5
nor4_4: 1 / 21.3
nor4bb_1: 1 / 10.0
o32ai_1: 1 / 8.76
o41ai_1: 1 / 8.76
or4_4: 1 / 11.3
-- metrics by stage --
stage          cell area (um2)  hold WS (ns)
6_report                  4040         0.418
5_1_grt                   4040         0.448
2_1_floorplan             3590         0.384
4_1_cts                   4040         0.423
3_3_place_gp              3760         0.418
3_5_place_dp              3760         0.404
-- power breakdown --
part / internal [W] / switching, W / leakage, nW
logic: 0 / 0 / 0.652
registers: 0.000783 / 0 / 0.742
clock network: 0.000403 / 0.000282 / 0.127
total: 0.00119 / 0.000282 / 1.52
-- placed cells by master, fill, tap and decap left out, drive strengths merged, types with 5 or more instances in the layout --
cell type / instances
a21oi: 14
and3: 10
and4: 5
clkbuf: 11
dfxtp: 56
edfxtp: 25
ha: 6
inv: 10
nand2: 28
nand2b: 5
nand3: 20
nand4: 17
nor2: 36
nor3: 6
nor4: 8
o21ai: 13
o31ai: 5
or3: 12
or4: 6
xnor2: 24
xor2: 16
-- layout make-up --
class | instances | area (um2)
clock inverter | 5 | 31.3
clock buffer | 11 | 243
tap | 143 | 179
sequential | 81 | 1870
multi-input combinational | 258 | 1620
timing repair buffer | 5 | 45.0
fill | 1110 | 7480
inverter | 11 | 46.3
-- kinds of logic (layout without fill, tap and decap cells) --
group | count (synthesis) | in the layout | share of synthesized area
simple gates | 171 | 171 | 0.264
flops | 81 | 81 | 0.522
xor+xnor | 40 | 40 | 0.0977
compound gates | 38 | 38 | 0.0614
buf+inv | 18 | 32 | 0.0258
fa+ha+maj | 6 | 6 | 0.0209
mux | 3 | 3 | 0.00837
-- sequential cells by signal (all words and copies together) (netlist names) --
register / flops
h.tx.buf_.stateReg: 1
h.txCntReg: 8
h.blkReg2: 1
h.tx.buf_.dataReg: 2
h.cntReg: 32
h.tx.tx.cntReg: 20
h.startTxReg: 1
h.runningTxReg: 1
h.tx.tx.bitsReg: 4
h.blkReg1: 1
h.txLenReg: 1
h.tx.tx.shiftReg: 9
-- per-layer routing --
layer / vias to the layer above / routed length [um]
li1: 1299 / -
met2: 43 / 2680
met3: 6 / 241
met4: 0 / 63
met5: - / 0
met1: 1132 / 3150
-- worst max-delay path: stages, from the launching register on --
cell      delay, ns
dfxtp_1        0.32
or4_4          0.56
nand2b_4       0.17
or3_1          0.52
nor2_1         0.30
-- worst max path at each step --
| stage | endpoint | slack [ns] | cells past startpoint | start |
|---|---|---|---|---|
| after CTS | h.tx.tx.bitsReg[1]$_SDFFCE_PP1P_ | 2.10 | 4 | h.tx.tx.cntReg[14]$_SDFF_PN0_ |
| after global routing | h.tx.tx.bitsReg[1]$_SDFFCE_PP1P_ | 2.02 | 4 | h.tx.tx.cntReg[14]$_SDFF_PN0_ |
| final | h.tx.tx.bitsReg[1]$_SDFFCE_PP1P_ | 2.11 | 4 | h.tx.tx.cntReg[14]$_SDFF_PN0_ |
Power figures rest on the tool's default switching activity, not on a simulated workload.
